--- flow/design.v ---
module FA (
	input logic a, b, cin,
	output logic sum, cout
);
assign sum = a^b^cin;
assign cout = a&b | b&cin | cin&a;
endmodule : FA
module FA8b (
	input logic [0:0] a0, a1, a2, a3, a4, a5, a6, a7,
	input logic [0:0] b0, b1, b2, b3, b4, b5, b6, b7,
	input logic cin,
	output logic [7:0] sum, cout,
	output logic [8:0] total
);
logic [7:0] carry;
FA FA0 (.sum(sum[0]), .a(a0), .b(b0^cin), .cin(cin), .cout(carry[0]));
FA FA1 (.sum(sum[1]), .a(a1), .b(b1^cin), .cin(carry[0]), .cout(carry[1]));
FA FA2 (.sum(sum[2]), .a(a2), .b(b2^cin), .cin(carry[1]), .cout(carry[2]));
FA FA3 (.sum(sum[3]), .a(a3), .b(b3^cin), .cin(carry[2]), .cout(carry[3]));
FA FA4 (.sum(sum[4]), .a(a4), .b(b4^cin), .cin(carry[3]), .cout(carry[4]));
FA FA5 (.sum(sum[5]), .a(a5), .b(b5^cin), .cin(carry[4]), .cout(carry[5]));
FA FA6 (.sum(sum[6]), .a(a6), .b(b6^cin), .cin(carry[5]), .cout(carry[6]));
FA FA7 (.sum(sum[7]), .a(a7), .b(b7^cin), .cin(carry[6]), .cout(cout));
assign total = {cout, sum[7:0]};
endmodule : FA8b
module mul88 (
	input logic [7:0] a, b,
	input logic cin,
	output logic [15:0] mul
);
wire [7:0] sum1, sum2, sum3, sum4, sum5, sum6, sum7;
wire [0:0] carry1, carry2, carry3, carry4, carry5, carry6, carry7;
and (mul[0], a[0], b[0]);
FA8b fa1 (
	.sum(sum1),
	.a0(a[1] & b[0]),
	.a1(a[2] & b[0]),
	.a2(a[3] & b[0]),
	.a3(a[4] & b[0]),
	.a4(a[5] & b[0]),
	.a5(a[6] & b[0]),
	.a6(a[7] & b[0]),
	.a7(1'b0),
	.b0(a[0] & b[1]),
	.b1(a[1] & b[1]),
	.b2(a[2] & b[1]),
	.b3(a[3] & b[1]),
	.b4(a[4] & b[1]),
	.b5(a[5] & b[1]),
	.b6(a[6] & b[1]),
	.b7(a[7] & b[1]),
	.cin(cin),
	.cout(carry1)
);
FA8b fa2 (
	.sum(sum2),
	.a0(sum1[1]),
	.a1(sum1[2]),
	.a2(sum1[3]),
	.a3(sum1[4]),
	.a4(sum1[5]),
	.a5(sum1[6]),
	.a6(sum1[7]),
	.a7(carry1),
	.b0(a[0] & b[2]),
	.b1(a[1] & b[2]),
	.b2(a[2] & b[2]),
	.b3(a[3] & b[2]),
	.b4(a[4] & b[2]),
	.b5(a[5] & b[2]),
	.b6(a[6] & b[2]),
	.b7(a[7] & b[2]),
	.cin(cin),
	.cout(carry2)
);
FA8b fa3 (
	.sum(sum3),
	.a0(sum2[1]),
	.a1(sum2[2]),
	.a2(sum2[3]),
	.a3(sum2[4]),
	.a4(sum2[5]),
	.a5(sum2[6]),
	.a6(sum2[7]),
	.a7(carry2),
	.b0(a[0] & b[3]),
	.b1(a[1] & b[3]),
	.b2(a[2] & b[3]),
	.b3(a[3] & b[3]),
	.b4(a[4] & b[3]),
	.b5(a[5] & b[3]),
	.b6(a[6] & b[3]),
	.b7(a[7] & b[3]),
	.cin(cin),
	.cout(carry3)
);
FA8b fa4 (
	.sum(sum4),
	.a0(sum3[1]),
	.a1(sum3[2]),
	.a2(sum3[3]),
	.a3(sum3[4]),
	.a4(sum3[5]),
	.a5(sum3[6]),
	.a6(sum3[7]),
	.a7(carry3),
	.b0(a[0] & b[4]),
	.b1(a[1] & b[4]),
	.b2(a[2] & b[4]),
	.b3(a[3] & b[4]),
	.b4(a[4] & b[4]),
	.b5(a[5] & b[4]),
	.b6(a[6] & b[4]),
	.b7(a[7] & b[4]),
	.cin(cin),
	.cout(carry4)
);
FA8b fa5 (
	.sum(sum5),
	.a0(sum4[1]),
	.a1(sum4[2]),
	.a2(sum4[3]),
	.a3(sum4[4]),
	.a4(sum4[5]),
	.a5(sum4[6]),
	.a6(sum4[7]),
	.a7(carry4),
	.b0(a[0] & b[5]),
	.b1(a[1] & b[5]),
	.b2(a[2] & b[5]),
	.b3(a[3] & b[5]),
	.b4(a[4] & b[5]),
	.b5(a[5] & b[5]),
	.b6(a[6] & b[5]),
	.b7(a[7] & b[5]),
	.cin(cin),
	.cout(carry5)
);
FA8b fa6 (
	.sum(sum6),
	.a0(sum5[1]),
	.a1(sum5[2]),
	.a2(sum5[3]),
	.a3(sum5[4]),
	.a4(sum5[5]),
	.a5(sum5[6]),
	.a6(sum5[7]),
	.a7(carry5),
	.b0(a[0] & b[6]),
	.b1(a[1] & b[6]),
	.b2(a[2] & b[6]),
	.b3(a[3] & b[6]),
	.b4(a[4] & b[6]),
	.b5(a[5] & b[6]),
	.b6(a[6] & b[6]),
	.b7(a[7] & b[6]),
	.cin(cin),
	.cout(carry6)
);
FA8b fa7 (
	.sum(sum7),
	.a0(sum6[1]),
	.a1(sum6[2]),
	.a2(sum6[3]),
	.a3(sum6[4]),
	.a4(sum6[5]),
	.a5(sum6[6]),
	.a6(sum6[7]),
	.a7(carry6),
	.b0(a[0] & b[7]),
	.b1(a[1] & b[7]),
	.b2(a[2] & b[7]),
	.b3(a[3] & b[7]),
	.b4(a[4] & b[7]),
	.b5(a[5] & b[7]),
	.b6(a[6] & b[7]),
	.b7(a[7] & b[7]),
	.cin(cin),
	.cout(carry7)
);
assign mul[15:1] = {carry7, sum7[7:0], sum6[0], sum5[0], sum4[0], sum3[0], sum2[0], sum1[0]};
endmodule
--- flow/config.mk ---
export PLATFORM = sky130hd
export DESIGN_NAME = mul88
export DESIGN_NICKNAME = mul88
export VERILOG_FILES = /design/flow/design.v
export SDC_FILE = /design/flow/constraint.sdc
export NUM_CORES = 4
export LEC_CHECK = 1
export CORE_UTILIZATION = 30
--- flow/run.sh ---
#!/bin/bash
# OpenROAD 26Q1-2900-gdf79404cd8, Yosys 0.63+post, stock flow scripts
make -C /OpenROAD-flow-scripts/flow DESIGN_CONFIG=/design/flow/config.mk WORK_HOME=/design/flow/orfs finish
--- flow/constraint.sdc ---
current_design mul88

set clk_period 16.6
set clk_io_pct 0.2

create_clock -name clk0 -period $clk_period

set non_clock_inputs [all_inputs -no_clocks]
set_input_delay [expr $clk_period * $clk_io_pct] -clock clk0 $non_clock_inputs
set_output_delay [expr $clk_period * $clk_io_pct] -clock clk0 [all_outputs]
==> flow_metrics.env <==
# yosys + openroad results
export IMPL_syn_to_final_growth_pct=12.8
export IMPL_final_min_period_over_clock_period=0.976
export IMPL_flop_area_um2=0
export IMPL_timing_setup_tns_ns=0
export IMPL_post_cts_resize_count=0
export IMPL_clockBufferCount=0
export IMPL_drc_errors=0
export IMPL_seq_area_frac_synth=0
export IMPL_ys_area_um2=2160
export IMPL_final_instance_count_excl_fill=344
export IMPL_track_usage=0.0956
export IMPL_timing_final_hold_violations=0
export IMPL_postCtsSetupRepairBufs=0
export IMPL_gpl_final_weighted_congestion=0.729
export IMPL_die_w_um=86.8
export IMPL_coreArea_um2=6870
export IMPL_num_io_pins=33
export IMPL_dp_cells=344
export IMPL_route_detailed_vias_per_inst=3.96
export IMPL_timing_worst_slew_pin_value_ns=0.687
export IMPL_grt_pass1_wl_mm=5.81
export IMPL_route_antenna_remaining_nets=0
export IMPL_grt_max_degree=49
export IMPL_crit_path_end_kind="output port"
export IMPL_route_final_wire_length_mm=3.00
export IMPL_floorplan_core_util=0.314
export IMPL_final_number_of_max_transition_violations=0
export IMPL_critPathLaunchType="input pin"
export IMPL_vias_in_the_first_global_route=1391
export IMPL_antenna_found_initial=0
export IMPL_dr_total_vias=1361
export IMPL_post_route_cells_drive_above_1_share=0.0726
export IMPL_die_area_um2=7530
export IMPL_sequential_cell_total=0
export IMPL_outcome="finished, final reports clean"
export IMPL_max_freq_mhz=61.7
export IMPL_timing_slew_headroom=0.542
export IMPL_max_cap_violations=0
export IMPL_synthesis_instances=242
export IMPL_dr_pass1_iters=4
export IMPL_cts_hold_fix_buffers=0
export IMPL_antenna_diode_count=0
export IMPL_final_period_minus_worst_setup_slack_ns=16.20
export IMPL_timing_worst_setup_path_type="in -> out"
export IMPL_min_path_type="in -> out"
export IMPL_mappedNetlistArea_um2=2160
export IMPL_synth_yosys_num_cells=242
export IMPL_synthesis_yosys_warnings=8
export IMPL_timing_critical_path_arrival_ns=12.88
export IMPL_tool_warnings=32
export IMPL_row_count=30
export IMPL_routed_wire_length_per_instance_um=8.73
export IMPL_synthDistinctLibCells=15
export IMPL_synthesis_area_per_instance_um2=8.91
export IMPL_setup_viol_count_final=0
export IMPL_post_route_cell_area_um2=2430
export IMPL_postPlaceCellArea_um2=2400
export IMPL_critPathRequiredTime_ns=13.28
export IMPL_die_size_y_um=86.8
export IMPL_critical_path_max_fanout=3
export IMPL_globalRouteOverflowTotal=0
export IMPL_place_port_buffers=33
export IMPL_hpwl_mm=2.80
export IMPL_drt_initial_drc_count=29
## metrics by stage
| step | hold slack [ns] | worst slack [ns] | utilization |
|---|---|---|---|
| 3_3_place_gp | 7.69 | 0.0401 | 0.349 |
| 3_5_place_dp | 7.68 | 0.0167 | 0.349 |
| 2_1_floorplan | 6.71 | 0.993 | - |
| 5_1_grt | 7.43 | -0.00382 | 0.354 |
| 6_report | 7.38 | 0.398 | 0.354 |
| 4_1_cts | 7.69 | 0.0126 | 0.349 |
## worst paths after layout
kind	depth (start not counted)	slack (ns)	from	to
worst max-delay path	28	0.40	a[1]	mul[14]
worst min-delay path	4	7.38	a[0]	mul[1]
## kinds of logic (layout without fill, tap and decap cells)
group | count (synthesis) | in the layout | synth area share
buffers and inverters | 65 | 71 | 0.170
and+or+nand+nor | 65 | 65 | 0.121
adders and majority gates | 49 | 49 | 0.451
AOI/OAI and AO/OA | 1 | 1 | 0.00232
xor gates and xnor gates | 56 | 56 | 0.227
muxes | 6 | 6 | 0.0278
## cell usage in the layout, fill, tap and decap left out
master / count
sky130_fd_sc_hd__buf_2: 1
sky130_fd_sc_hd__xor2_1: 38
sky130_fd_sc_hd__xnor2_1: 18
sky130_fd_sc_hd__clkdlybuf4s50_1: 30
sky130_fd_sc_hd__fa_1: 37
sky130_fd_sc_hd__fa_2: 11
sky130_fd_sc_hd__nand2_1: 59
sky130_fd_sc_hd__mux2i_1: 6
sky130_fd_sc_hd__inv_1: 33
sky130_fd_sc_hd__and2_1: 5
sky130_fd_sc_hd__dlymetal6s2s_1: 2
sky130_fd_sc_hd__ha_1: 1
sky130_fd_sc_hd__buf_4: 5
sky130_fd_sc_hd__and4_1: 1
sky130_fd_sc_hd__a21oi_2: 1
## Yosys cell counts, drive strengths merged
library cell / n / area [um^2]
and4: 1 / 8.76
and2: 5 / 31.3
buf: 31 / 239
mux2i: 6 / 60.1
xnor2: 18 / 158
clkbuf: 1 / 3.75
fa: 48 / 961
nand2: 59 / 221
inv: 33 / 124
xor2: 38 / 333
ha: 1 / 12.5
a21oi: 1 / 5.00
## final cells by class
cell class,count,area (um^2)
inverters,33,124
multi-input cells,177,1820
well taps,96,120
fillers,700,4440
repair buffers,38,368
## critical path, stage by stage
cell                              delay (ns)
sky130_fd_sc_hd__clkdlybuf4s50_1        0.50
sky130_fd_sc_hd__and4_1                 0.22
sky130_fd_sc_hd__a21oi_2                0.05
sky130_fd_sc_hd__fa_2                   0.40
sky130_fd_sc_hd__fa_1                   0.41
sky130_fd_sc_hd__inv_1                  0.08
sky130_fd_sc_hd__fa_1                   0.39
sky130_fd_sc_hd__inv_1                  0.08
sky130_fd_sc_hd__fa_2                   0.44
sky130_fd_sc_hd__fa_2                   0.36
sky130_fd_sc_hd__fa_2                   0.40
sky130_fd_sc_hd__fa_2                   0.40
sky130_fd_sc_hd__fa_1                   0.43
sky130_fd_sc_hd__fa_1                   0.38
sky130_fd_sc_hd__fa_1                   0.38
sky130_fd_sc_hd__fa_1                   0.47
sky130_fd_sc_hd__fa_1                   0.44
sky130_fd_sc_hd__fa_1                   0.47
sky130_fd_sc_hd__fa_1                   0.55
sky130_fd_sc_hd__inv_1                  0.06
sky130_fd_sc_hd__fa_1                   0.42
sky130_fd_sc_hd__fa_1                   0.38
sky130_fd_sc_hd__fa_1                   0.49
sky130_fd_sc_hd__inv_1                  0.06
sky130_fd_sc_hd__fa_1                   0.40
sky130_fd_sc_hd__inv_1                  0.07
sky130_fd_sc_hd__fa_1                   0.40
sky130_fd_sc_hd__clkdlybuf4s50_1        0.41
## layer usage
| metal | GRT usage | up-vias | routed length, um |
|---|---|---|---|
| li1 | - | 687 | - |
| met1 | 0.135 | 659 | 1320 |
| met2 | 0.178 | 15 | 1590 |
| met3 | 0.00386 | 0 | 97 |
| met4 | 0 | 0 | 0 |
| met5 | 0 | - | 0 |
