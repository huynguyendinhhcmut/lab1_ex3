### design/flow/run.sh
#!/bin/bash
# OpenROAD 26Q1-2900-gdf79404cd8, Yosys 0.63+post, stock flow scripts
make -C /OpenROAD-flow-scripts/flow DESIGN_CONFIG=/design/flow/config.mk WORK_HOME=/design/flow/orfs finish
### design/flow/config.mk
export PLATFORM = sky130hd
export DESIGN_NAME = D_FF16b
export DESIGN_NICKNAME = D_FF16b
export VERILOG_FILES = /design/flow/design.v
export SDC_FILE = /design/flow/constraint.sdc
export NUM_CORES = 4
export LEC_CHECK = 1
export CORE_AREA = 10 10 70 70
export DIE_AREA = 0 0 80 80
### design/flow/constraint.sdc
current_design D_FF16b

set clk_period 1.0
set clk_io_pct 0.2

create_clock -name clk0 -period $clk_period [get_ports {clk}]

set non_clock_inputs [all_inputs -no_clocks]
set_input_delay [expr $clk_period * $clk_io_pct] -clock clk0 $non_clock_inputs
set_output_delay [expr $clk_period * $clk_io_pct] -clock clk0 [all_outputs]
### design/flow/design.v
module D_FF16b
#(parameter WIDTH=16)  
(
	input logic clk, rst,
	input logic [WIDTH-1:0] data_i,
	output logic [WIDTH-1:0] data_o
);
reg [WIDTH-1:0] data;
always_ff@ (posedge clk, posedge rst)
	if (rst) begin
		data <= 0;
	end else begin
	data <= data_i;
	end
assign data_o=data;
endmodule 
==> results.txt <==
Status of the implementation.

- The run finished with clean final reports.
- Hold-check failures listed in the final report amount to 0.
- The number of antenna repair diodes is 0, for reference.
- The arrival time at the worst endpoint is 0.77 ns, for reference.
- Input and output buffers added on the ports amount to 33.
- The final design was reported to hold multi-input combinational gates totalling 0.
- The remaining max-slew budget at the tightest pin is 0.938, for reference.
- The via count normalized by instance count is 2.55, for reference.
- The flip-flop count of the largest register, all copies and words added is 16, for reference.
- The synthesis report lists the Yosys warning total as 1.
- The count of cells in the finished layout, fillers not included, comes to 101.
- The area enclosed by the die boundary is 6400 µm², for reference.
- The CTS log lists the clock sinks for this run as 16.
- TritonCTS built the clock tree.
- The type of element launching the critical path is a flop, for reference.
- The DRC violation total left in the routed layout is recorded as 0.
- The critical path's slowest cell is sky130_fd_sc_hd__dfrtp_1, for reference.
- The wire length of the first global-routing pass is 1660 µm, for reference.
- Among all stages on the critical path, the maximum delay recorded is 0.38 ns.
- The leakage power total is 0.000352 µW, for reference.
- The number of antenna violations at the first check in global routing is 0.
- More flip-flops sit in one register than any other, and that register is data.
- Nets still carrying antenna violations after routing amount to 0.
- The yosys synthesis chip area is 404 µm², for reference.
- Prior to clock tree synthesis, the placed netlist has a worst setup slack of 0.00209 ns.
- The worst min-delay path class is primary input to asynchronous set/reset pin, for reference.
- Clock tree synthesis inserted a total of 3 buffers.
- Pins over their slew limit in the final report were tallied at 0.
- The cell accounting for the most synthesized area is sky130_fd_sc_hd__dfrtp_1, for reference.
- The largest driver fanout on the critical path is 1, for reference.
- The capturing element type of the critical path is an output pin, for reference.
- No sink is reached through more buffers than the 2 on the longest clock path.
- The critical path start-end classification is flop to output pin, for reference.
- The main area contributors are sky130_fd_sc_hd__dfrtp_1, sky130_fd_sc_hd__inv_1.
- After routing the design area is 768 µm².
- Listed in order, past its start point the critical path passes buf_2.
- The final setup violation count is 0, for reference.
- The sum of routed wire length over all layers is 1270 µm, for reference.
- The share of Yosys cell area claimed by the top area cell type is 0.991, for reference.
- The post-synthesis instance total is 17, for reference.
- The share of the core area taken by cells at floorplan is 0.118.
- Setup repair after global routing could not meet its margin everywhere.
- The number of maximum-capacitance constraint violations is 0, for reference.
- The count of buffering cells on the critical path with inverters included is 1, for reference.
- Per the summary, power density relative to cell area is 1580 nW/µm².
- Before any placement, the netlist area is recorded as 404 µm².
- The largest registers in the layout are data (16).
- For this block, the initial DRC count from the detailed router was 4.
- The most critical hold endpoint after final layout shows a slack of 0.206 ns.
- The total tool warning count is 26, for reference.
- Global routing finished with a remaining overflow of 0.
- The post-place instance area is 812 µm², for reference.
- The final route contains 258 vias.
- The required time of the worst setup path is 0.80 ns, for reference.
- The average wire per cell in the routed design is 12.6 µm, for reference.
- The most common library cell in the layout ignoring fill and taps is sky130_fd_sc_hd__clkdlybuf4s50_1, for reference.
- The post-route minimum period is 0.974 ns, for reference.
- Per the run report, area growth between synthesis and finish was 90.1%.
- The detailed placer reported the number of placed instances as 97.
- In the layout the commonest cells are sky130_fd_sc_hd__clkdlybuf4s50_1, sky130_fd_sc_hd__dfrtp_1, sky130_fd_sc_hd__buf_2, sky130_fd_sc_hd__clkbuf_4.
- The placeable core area is 3420 µm², for reference.
- In the final layout, the multi-input gates occupy 0 µm².
- The maximum ir drop on the vdd rail is 0.907 mV, for reference.
- After its last routability iteration, the placer logged a weighted congestion of 0.610.
- The maximum number of pins on one net before global-route repair is 17, for reference.
- The yosys stat cell total is 17, for reference.
- The first-pass detailed-route iteration total is 2, for reference.
- The I/O pin count is 34, for reference.
- The slew at the pin with the worst max-slew slack is 0.0930 ns, for reference.
- The post-synthesis area per instance is 23.8 µm², for reference.
- The die is 80 µm tall.
- The flow reports an fmax of 1030 MHz.
- The number of global-route vias before repair came to 294.
- The report lists the number of standard-cell rows as 21.
- The global routing report lists combined usage of all routing layers as 0.0371.
- The CTS H-tree depth is 1, for reference.
- The fraction of final layout cells sized beyond drive strength 1 is 0.382, for reference.
- Looking at the clock tree report, the root buffer type is sky130_fd_sc_hd__clkbuf_4.
- The least setup slack across all paths after layout is 0.0261 ns, for reference.
- The die outline width is 80 µm, for reference.
- The number of distinct standard cells referenced by the synthesized netlist is 2, for reference.
- The kind of cell adding the most delay to the critical path is flip-flops, for reference.
- The post-synth register bit count is 16.
- The proportion of synthesized chip area in sequential cells is 0.991, for reference.
- The ratio of final minimum period to clock period is 0.974, for reference.
- The CTS clock-pin slew for the worst setup and hold paths is 0.09 ns, for reference.
## where the power goes
group | switching [µW] | internal (µW)
clock | 189 | 222
sequential | 6.90 | 678
combinational | 29.6 | 86.2
## per-stage QoR
step,power [µW],utilization,TNS (ns)
floorplan,701,-,0
global placement,850,0.238,0
detailed placement,853,0.238,0
CTS,1230,0.225,0
global route,1270,0.225,-0.0738
finish,1210,0.225,0
## logic make-up after synthesis
kind of cell	Yosys count	share of synthesized area
buffers and inverters	1	0.00928
flip-flops	16	0.991
## metal layers
| layer | vias up | track usage | part of all wire |
|---|---|---|---|
| met2 | 22 | 0.0642 | 0.51 |
| li1 | 125 | - | - |
| met4 | 0 | 0.00176 | 0 |
| met5 | - | 0 | 0 |
| met1 | 111 | 0.0284 | 0.30 |
| met3 | 0 | 0.0409 | 0.18 |
## Yosys cell counts
| library cell | instances |
|---|---|
| sky130_fd_sc_hd__dfrtp_1 | 16 |
| sky130_fd_sc_hd__inv_1 | 1 |
## worst paths after layout
| path | endpoint | slack (ns) | start | depth (start not counted) |
|---|---|---|---|---|
| min | data[6] | 0.21 | rst | 3 |
| max in group asynchronous | data[15] | 0.67 | rst | 3 |
| max | data_o[6] | 0.03 | data[6] | 1 |
| min in group clk0 | data[2] | 0.34 | data_i[2] | 1 |
## final cells by class
class | instances | area, µm²
Clock buffer | 4 | 36.3
Inverter | 1 | 3.75
Tap cell | 46 | 57.6
Fill cell | 380 | 2650
Timing Repair Buffer | 34 | 270
Sequential cell | 16 | 400
## timing repair
| item | CTS | global route |
|---|---|---|
| setup buffers | 0 | 0 |
| setup endpoints to repair | 16 | 11 |
| resized | 50 | 0 |
| hold buffers | 0 | 0 |
Power figures rest on the tool's default switching activity, not on a simulated workload.
