File: ./design.v
module D_FF8b
#(parameter WIDTH=8)  
(
	input logic clk, rst, enable,
	input logic [WIDTH-1:0] data_i,
	output logic [WIDTH-1:0] data_o
);
reg [WIDTH-1:0] data;
always_ff@ (posedge clk, posedge rst) 
	if (rst) begin
		data <= 0;
	end else 
	if (enable) begin
		data <= data_i;
	end else begin
		data <= data;
	end
assign data_o=data;
endmodule 
File: ./run.sh
#!/bin/bash
# OpenROAD 26Q1-2900-gdf79404cd8, Yosys 0.63+post, stock flow scripts
make -C /OpenROAD-flow-scripts/flow DESIGN_CONFIG=/design/flow/config.mk WORK_HOME=/design/flow/orfs finish
File: ./config.mk
export PLATFORM = sky130hd
export DESIGN_NAME = D_FF8b
export DESIGN_NICKNAME = D_FF8b
export VERILOG_FILES = /design/flow/design.v
export SDC_FILE = /design/flow/constraint.sdc
export NUM_CORES = 4
export LEC_CHECK = 1
export CORE_AREA = 10 10 70 70
export DIE_AREA = 0 0 80 80
File: ./constraint.sdc
current_design D_FF8b

set clk_period 1.5
set clk_io_pct 0.2

create_clock -name clk0 -period $clk_period [get_ports {clk}]

set non_clock_inputs [all_inputs -no_clocks]
set_input_delay [expr $clk_period * $clk_io_pct] -clock clk0 $non_clock_inputs
set_output_delay [expr $clk_period * $clk_io_pct] -clock clk0 [all_outputs]
==> summary.log <==
qor: cts.clk_pin_slew 0.05 ns
qor: global_route.grt_antenna_before_repair 0
qor: cts.htreeDepth 1
qor: routing.routed_met1_length 321 um
qor: job.openroad.warnings 25
qor: layout.area_delta_synth_final 80.2%
qor: synthesis.syn-instance-count 18
qor: pwr.power.combinational.fraction 22.4%
qor: critical_path.r2r_slack 0.73 ns
qor: die.chipHeight 80 um
qor: cts.postCtsHoldBufs 0
qor: routing.drt_pre_antenna_iters 2
qor: critical_path.critical_path.slowest_cell sky130_fd_sc_hd__clkdlybuf4s50_1
qor: placement.place_ws 0.122 ns
qor: cts.cts-resized-gates 0
qor: final_timing.timing.final.setup_violations 0
qor: layout.num-fill-cells 385
qor: synthesis.synth.yosys.warnings 1
qor: critical_path.end_kind output port
qor: critical_path.worst_r2r_path_depth 1
qor: final_timing.timing.fmax 0.728 GHz
qor: cts.post_cts.repair.setup_buffers 0
qor: pwr.leakage 0.000258 uW
qor: routing.routed_wire_length 853 um
qor: critical_path.worst-path-stages 1
qor: critical_path.setup.worst_path.class reg2out
qor: cts.numCtsBuffers 3
qor: synthesis.syn-mean-instance-area 18.6 um^2
qor: cts.worst_case_clock_buffer_depth 2
qor: routing.maxUsedRoutingLayer met4
qor: critical_path.start_kind flip-flop
qor: cts.clk_latency 0.24 ns
qor: global_route.grt_first_pass_wirelength 1.36 mm
qor: placement.dp_cells 82
qor: layout.top_register_by_number_of_flip_flops data
qor: cts.tritoncts done
qor: global_route.track_usage 2.70%
qor: critical_path.critical_path.top_delay_family buffers and inverters
qor: routing.vias 218
qor: routing.drc_markers 0
qor: final_timing.clock-skew-final 0 ns
qor: final_timing.grt_setup_unrepaired false
qor: final_timing.period_needed 1.37 ns
qor: critical_path.path_max_fanout 2
qor: layout.final_util 17.7%
qor: pwr.p_per_area 856 nW/um^2
qor: run_status.outcome finished clean
qor: die.horizontal_die_size 80 um
qor: routing.first_iter_violations 8
qor: pwr.internal_power_component 423 uW
qor: layout.layout_top_cells sky130_fd_sc_hd__clkdlybuf4s50_1, sky130_fd_sc_hd__mux2_4, sky130_fd_sc_hd__dfrtp_1
qor: routing.dr_wl_met2 419 um
qor: final_timing.final_min_period_over_clock_period 91.6%
qor: layout.layoutNonFillerInstCount 85
qor: die.ioPinCount 19
qor: routing.wl_cell 10.0 um
qor: final_timing.setup_total_negative_slack 0 ns
qor: critical_path.r2r-end data[5]
qor: die.num_rows 21
qor: critical_path.worstPathCellList clkdlybuf4s50_1
qor: critical_path.required 1.20 ns
qor: placement.gpl.final_weighted_congestion 0.708
qor: global_route.grt-ovfl-total 0
qor: final_timing.timing_worst_slew_pin_value 0.291 ns
qor: final_timing.finalMaxSlewViolations 0
qor: global_route.grt_start_max_net_pins 9
qor: pwr.worst_ir_drop_vdd 0.000159 V
qor: routing.dr_wl_met3 70 um
qor: min_path.timing.hold.worst.class in2async
qor: pwr.sequentialPowerShare 48.5%
qor: synthesis.ys_cells 18
qor: layout.layout_top_registers data x8
qor: synthesis.synth.yosys.chip_area 335 um^2
qor: synthesis.seq_total_area_yosys 59.7%
qor: critical_path.timing.critical_path.arrival 1.07 ns
qor: critical_path.max_stage_delay 0.49 ns
qor: die.fp_util 9.82%
qor: die.core_area 3420 um^2
qor: global_route.first_global_vias 239
qor: final_timing.fin_ws 0.126 ns
qor: pwr.clockPowerShare 29.1%
qor: placement.port_buffers 18
qor: cts.sinks_on_clock_net 8
qor: critical_path.timing.rr.start data[5]
qor: synthesis.yosys_register_bits 8
qor: routing.num_antenna_cells 0
qor: pwr.total_switching_power 94.8 uW
qor: cts.cts.root.buffer_cell sky130_fd_sc_hd__clkbuf_4
qor: routing.detail-route-antenna-nets 0
qor: layout.largest_reg_flops 8
qor: layout.mostFrequentLayoutCell sky130_fd_sc_hd__clkdlybuf4s50_1
qor: final_timing.slew_headroom 80.6%
qor: pwr.netSwitchingFraction 18.3%
qor: job.drv_cap 0
qor: critical_path.critPathBufInv 1
qor: routing.viasPerCell 2.56
qor: layout.layout-drive-gt1-share 30.8%
qor: final_timing.finalHoldViolCount 0
qor: synthesis.netlist-cell-type-count 4
qor: die.die_area 6400 um^2
qor: synthesis.syn_area 335 um^2
[stage by stage]
step / total power [uW] / hold slack [ns] / area, um^2
2_1_floorplan: 291 / 0.116 / 335
3_3_place_gp: 372 / 0.503 / 582
3_5_place_dp: 373 / 0.505 / 582
4_1_cts: 530 / 0.312 / 604
5_1_grt: 549 / 0.359 / 604
6_report: 517 / 0.304 / 604
[power by group through the flow]
stage                 registers [uW]  logic [uW]  clock network [uW]
after CTS                        252         119                 160
after global routing             255         124                 171
final                            251         116                 151
[Yosys cell counts, drive strengths merged]
| library cell | instances | share of area (%) |
|---|---|---|
| inv | 1 | 1.1 |
| mux2 | 8 | 36 |
| buf | 1 | 3.4 |
| dfrtp | 8 | 60 |
[kinds of logic after synthesis]
logic type	share of synthesized area [%]
mux	35.8
flops	59.7
buf+inv	4.48
[routing by layer]
metal / track usage [%] / vias up
li1: - / 106
met1: 3.18 / 101
met2: 4.25 / 9
met3: 0.795 / 2
met4: 1.58 / 0
met5: 0 / -
[worst max-delay path by stage]
stage,to,start,slack [ns]
4_1_cts,data_o[3],data[3],0.10
6_report,data_o[3],data[3],0.13
5_1_grt,data_o[6],data[6],0.06
[area by class of cell]
cell class	instances	area, um^2	area share (%)
Clock buffer	3	22.5	3.73
Inverter	1	3.75	0.621
Multi-Input combinational cell	8	120	19.9
Sequential cell	8	200	33.1
Tap cell	46	57.6	9.52
Timing Repair Buffer	19	200	33.1
No activity file was given, so power comes from the tool's default toggle rates.
